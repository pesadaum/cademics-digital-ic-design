--- flow/run.sh ---
#!/bin/bash
# OpenROAD 26Q1-2900-gdf79404cd8, Yosys 0.63+post, stock flow scripts
make -C /OpenROAD-flow-scripts/flow DESIGN_CONFIG=/design/flow/config.mk WORK_HOME=/design/flow/orfs finish
--- flow/config.mk ---
export PLATFORM = sky130hd
export DESIGN_NAME = rcvr
export DESIGN_NICKNAME = rcvr
export VERILOG_FILES = /design/flow/design.v
export SDC_FILE = /design/flow/constraint.sdc
export NUM_CORES = 4
export LEC_CHECK = 1
export CORE_AREA = 10 10 96 96
export DIE_AREA = 0 0 106 106
--- flow/constraint.sdc ---
current_design rcvr

set clk_period 1.8
set clk_io_pct 0.2

create_clock -name clk0 -period $clk_period [get_ports {clock}]

set non_clock_inputs [all_inputs -no_clocks]
set_input_delay [expr $clk_period * $clk_io_pct] -clock clk0 $non_clock_inputs
set_output_delay [expr $clk_period * $clk_io_pct] -clock clk0 [all_outputs]
--- flow/design.v ---
module rcvr (
  input  wire       clock   ,
  input  wire       reset   ,
  input  wire       data_in ,
  input  wire       reading ,
  output reg        ready   ,
  output reg        overrun ,
  output reg  [7:0] data_out
);
  localparam [7:0] MATCH = 8'hA5;  
  reg [3:0] state;
  localparam [3:0] HEAD1=4'b0000, HEAD2=4'b0001, HEAD3=4'b0011, HEAD4=4'b0010,
    HEAD5=4'b0110, HEAD6=4'b0111, HEAD7=4'b0101, HEAD8=4'b0100,
    BODY1=4'b1100, BODY2=4'b1101, BODY3=4'b1111, BODY4=4'b1110,
    BODY5=4'b1010, BODY6=4'b1011, BODY7=4'b1001, BODY8=4'b1000;
  reg [6:0] body_reg;
  always @(posedge clock)
    if (reset) begin
      ready   <= 1'b0;
      overrun <= 1'b0;
      state   <= HEAD1;
    end
    else begin
      case ( state )
        HEAD1   : state <= (data_in == 1'b1) ? HEAD2 : HEAD1;
        HEAD2   : state <= (data_in == 1'b0) ? HEAD3 : HEAD2;
        HEAD3   : state <= (data_in == 1'b1) ? HEAD4 : HEAD1;
        HEAD4   : state <= (data_in == 1'b0) ? HEAD5 : HEAD2;
        HEAD5   : state <= (data_in == 1'b0) ? HEAD6 : HEAD4;
        HEAD6   : state <= (data_in == 1'b1) ? HEAD7 : HEAD1;
        HEAD7   : state <= (data_in == 1'b0) ? HEAD8 : HEAD2;
        HEAD8   : state <= (data_in == 1'b1) ? BODY1 : HEAD1;
        BODY1   : state <= BODY2;
        BODY2   : state <= BODY3;
        BODY3   : state <= BODY4;
        BODY4   : state <= BODY5;
        BODY5   : state <= BODY6;
        BODY6   : state <= BODY7;
        BODY7   : state <= BODY8;
        BODY8   : state <= HEAD1;
        default : state <= HEAD1;
      endcase
      case (state)
        BODY1,
        BODY2,
        BODY3,
        BODY4,
        BODY5,
        BODY6,
        BODY7,
        BODY8 : body_reg <= {body_reg, data_in};
      endcase
      if (state == BODY8) data_out <= {body_reg, data_in};
      if(state == BODY8) ready <= 1'b1;
      else if (reading)  ready <= 1'b0;
      if (reading) overrun <= 1'b0;
      else if ((state == BODY8) && ready) overrun <= 1'b1;
    end
endmodule
==> COMMIT_EDITMSG <==
Add synthesis and place-and-route results

- Crit path buf inv count: 1
- The core region is 7210 sq um.
- Tally of max-capacitance violations: 0
- Period minus WS final: 1.47 ns
* Crit path kind: flip-flop to output pin
* Global Route met1 Usage: 0.0295
* Peak per-stage delay on the critical path: 0.49 ns
* Die X: 106 microns
* Final setup TNS: 0 ns
- Average size of a mapped cell: 15.3 sq um
- For reference, the placement row count at floorplan is 31.
- Counting instances, the worst hold path has a depth of 0.
- The initial utilization of the core area, before any placement, comes to 0.142.
- Reported leakage power: 0.478 nW
* Root buffer selected by CTS: sky130_fd_sc_hd__clkbuf_8
- Wire length of the first global-routing pass: 2.24 mm
- Setup repair after global routing missed its margin: no
- Slew margin rel.: 0.766
- Total die area: 11200 sq um
- The area growth from synthesis to layout is 39.0%.
* Number of standard cells after synthesis: 67
- Drt first pass iters: 3
* TritonCTS clock tree: done
- Counting the buffers created by CTS gives 5.
* Cell with the most instances after synthesis: sky130_fd_sc_hd__dfxtp_1
* Met3 global-route usage: 0.0251
- The main area contributors are sky130_fd_sc_hd__edfxtp_1 44%, sky130_fd_sc_hd__dfxtp_1 35%, sky130_fd_sc_hd__nor2b_1 4.3%, sky130_fd_sc_hd__nor2_1 2.9%, sky130_fd_sc_hd__and2_1 2.4%.
- Count of antenna diodes in the layout: 0
* Worst skew pair latency: 0.27 ns
* DRC violations left: 0
* Most common flop cell mapped by yosys: sky130_fd_sc_hd__dfxtp_1
- Count of flip-flops with a built-in enable after synthesis: 15
- Grouping stages by cell kind, the critical path spends the most delay in buffers and inverters.
- # Cells Yosys: 67
- Run status: complete, no violations
- After synthesis, the netlist uses 14 different library cells.
* Power per cell area: 1130 nW/um^2
- CTS Sinks: 33
- Looking at the critical path, the single cell with the biggest stage delay is sky130_fd_sc_hd__clkdlybuf4s50_1.
- Summed standard-cell area reported by yosys: 1020 sq um
- Counting the warning lines in the Yosys log gives 1.
* Post-DP HPWL: 1.07 mm
- For the final database, setup skew stands at 0.00378 ns.
- H-tree depth: 2
- IO Pins: 14
- The flow reports an fmax of 0.682 GHz.
* Transition time of the tightest slew-check pin: 0.348 ns
- Of all flip-flops after synthesis, the portion carrying an async set or reset was 0.
* Post-synthesis cell area: 1020 sq um
* Critical Path End Type: output pin
- The layout summary lists the proportion of cells stronger than drive strength 1 as 0.178.
* Count of state elements after synthesis: 33
- Initial antenna violation count: 0
- Post-layout period usage of the worst path: 0.815
* Terminating pin of the worst hold path: data_out[7]
- After clock tree synthesis, the flow added hold-fix buffers numbering 0.
- Launching point of the worst reg2reg path: state[13]
* Maximum count of clock buffers along a single path: 2
- The global routing report lists met2 layer usage as 0.0314.
- Final-report hold violation count: 0
- Once layout is complete, the utilization of the core stands at 0.197.
- Traced cell by cell, the critical path runs through clkdlybuf4s50_1.
- Die height: 106 microns
- Number of flip-flops under the largest register name: 16
- Total global-route track usage over all layers is 0.0251.
* Most instantiated cells after synthesis: 18 x sky130_fd_sc_hd__dfxtp_1, 15 x sky130_fd_sc_hd__edfxtp_1, 8 x sky130_fd_sc_hd__nor2_1, 7 x sky130_fd_sc_hd__nor2b_1, 4 x sky130_fd_sc_hd__and2_1
- Maximum vdd drop: 0.298 mV
* Sequential fraction of the synthesis area: 0.792
* Endpoint required time on the critical path: 1.44 ns
- The registers of the reported paths see a clock transition of 0.06 ns.
- In this run the number of cells on the critical path is 1.
- Max fanout on the critical path was recorded as 3.
- The via count of the first global-routing pass is 483.
* GR Overflow Total: 0
- The worst setup path is launched from a flip-flop.
- Depth of the worst register-to-register path: 3
* Class of the tightest hold or removal check: flip-flop to flip-flop
- PortBufs: 13
- Of the post-synthesis cell area, the dominant cell type holds 0.440.
* Tool warnings: 25
- Final Setup Violations: 0
* Highest-utilization routing layer at the global route stage: met2
* Final routed wirelength across all metal layers: 1.46 mm
* Routability Congestion: 0.704
* WL per Instance: 7.74 microns
- Buffers inserted during post-CTS setup optimization: 0
- Gates resized during post-CTS repair numbered 0.
- sky130_fd_sc_hd__edfxtp_1 takes more of the synthesized area than any other cell.
- Per the post-route antenna check, the number of violating nets is 0.
- Per the hold report, the tightest min-delay path originates at body_reg[6].
- The detailed router finished its first iteration with 26 violations.
- Reg-to-reg setup timing slack: 0.60 ns
- The arrival time of data at the worst endpoint is listed as 1.11 ns.
- Final max-slew violation count: 0
* Endpoint of the worst register-to-register path: body_reg[6]
* Maximum number of pins on one net before global-route repair: 12
* Vias per inst: 2.72
* Number of vias in the routed layout: 515
## per-layer routing
layer	vias up	share of wire
li1	274	-
met1	216	0.48
met2	22	0.36
met3	3	0.15
met4	0	0.012
met5	-	0
## worst max-delay path by stage
stage | endpoint | from
6_report | ready | ready
5_1_grt | ready | ready
4_1_cts | ready | ready
## cells by family after synthesis
logic type             Yosys count  synth area share
flip-flops                      33             0.792
AND/OR/NAND/NOR                 26             0.163
AND-OR/OR-AND                    4            0.0232
buffers and inverters            4            0.0220
## cell usage in the layout, fill, tap and decap left out, drive strengths merged
cell / instances
nand2b: 2
nor3: 1
a21oi: 3
dfxtp: 18
bufinv: 2
buf: 3
clkdlybuf4s50: 13
nor4: 4
clkinv: 1
clkbuf: 5
o21ai: 1
inv: 3
nor2: 8
and2: 4
nor2b: 7
edfxtp: 15
## cell type report
class	instances	area [sq um]
clock buffers	5	68.8
fillers	780	5790
flip-flops and latches	33	811
inverters	3	11.3
well taps	99	124
multi-input cells	30	190
repair buffers	16	153
clock inverters	3	65.1
## power by group
group	internal, W	switching, W
clock network	0.000550	0.000253
registers	0.000781	0.00000238
logic	0.0000132	0.0000132
## stage by stage
step	setup slack [ns]	cell area (sq um)	power, W	hold WS, ns	instances
3_3_place_gp	0.308	1290	0.000826	0.409	181
5_1_grt	0.261	1420	0.00165	0.429	189
3_5_place_dp	0.289	1290	0.000826	0.413	181
2_1_floorplan	0.551	1020	0.000814	0.400	67
6_report	0.334	1420	0.00161	0.427	189
4_1_cts	0.308	1420	0.00163	0.429	189
Power is estimated from default activity; no workload was simulated.
