$ cat /design/flow/config.mk
export PLATFORM = sky130hd
export DESIGN_NAME = priority7
export DESIGN_NICKNAME = priority7
export VERILOG_FILES = /design/flow/design.v
export SDC_FILE = /design/flow/constraint.sdc
export NUM_CORES = 4
export LEC_CHECK = 1
export CORE_AREA = 10 10 70 70
export DIE_AREA = 0 0 80 80
$ cat /design/flow/constraint.sdc
current_design priority7

set clk_period 1.0
set clk_io_pct 0.2

create_clock -name clk0 -period $clk_period

set non_clock_inputs [all_inputs -no_clocks]
set_input_delay [expr $clk_period * $clk_io_pct] -clock clk0 $non_clock_inputs
set_output_delay [expr $clk_period * $clk_io_pct] -clock clk0 [all_outputs]
$ cat /design/flow/design.v
module priority7 ( y, a ) ;
  output reg  [2:0] y ;
  input  wire [7:1] a ;
  integer i;
  always @* begin
    y = 0;
    for (i=1; i < 8; i = i+1) begin
      if(a[i]) y = i;
    end
    end
endmodule
module latchrs ( q, e, d, r, s ) ;
  output reg  q ;
  input  wire e, d, r, s ;
    always @* begin
      if (!s) q <= 1; else
      if (!r) q <= 0; else
      if  (e) q <= d;
    end
endmodule
module dffrs ( q, c, d, e, r, s ) ;
  output reg  q ;
  input  wire c, d, e, r, s ;
  always @(posedge c, negedge r, negedge s) begin
    if(!s) q <= 1; else
    if(!r) q <= 0; else
    if (e) q <= d;
  end
endmodule
module drive8 ( y, a, e ) ;
  output reg  [7:0] y ;
  input  wire [7:0] a ;
  input  wire       e ;
  always @* begin
    if(e) y = a; else y = 'bZ;
  end
endmodule
$ cat /design/flow/run.sh
#!/bin/bash
# OpenROAD 26Q1-2900-gdf79404cd8, Yosys 0.63+post, stock flow scripts
make -C /OpenROAD-flow-scripts/flow DESIGN_CONFIG=/design/flow/config.mk WORK_HOME=/design/flow/orfs finish
==> qor.yml <==
floorplan:
  io_pins: 10
  chipArea_sq_um: 6400
  fp_util: 0.0132
  core_area_sq_um: 3420
  die_y_microns: 80
  fp.dieW_microns: 80
  fp-row-count: 21
pwr:
  internal_power_mw: 0.0276
  power.share.sequential: 0
  power.switching_mw: 0.0241
  p_sw_frac: 0.466
  clkPwrFrac: 0
  p_comb_frac: 1.000
  p_per_area_nw_per_um2: 266
  p_leak_nw: 0.0678
  peakVddDrop_uv: 21.2
grt:
  antenna_found_initial: 0
  grt_usage: 0.0113
  busiest_layer: "met1"
  grt_overflow: 0
  grtUsageMet3: 0.00455
  grt_pass1_vias: 128
  grt_use_met2: 0.0161
  grt_max_degree: 4
  grt_first_pass_wirelength_microns: 614
  use_met1: 0.0165
setup_path:
  worstPathArrival_ns: 0.72
  worst_setup_path_end_kind: "primary output"
  start_kind: "primary input"
  path_cells: "buf_2 > nor2_4 > nand2_1 > dlygate4sd2_1"
  crit_required_ns: 0.80
  critPathMaxStageDelay_ns: 0.23
  crit_fanout: 3
  cp_slowest_cell: "dlygate4sd2_1"
  crit_type: "in -> out"
synth:
  mux_share: 0
  synth_stat.cells: 10
  synth.logic.top_family: "AND-OR/OR-AND gates"
  ys_sh_xor: 0
  yosys.stat.seqShare: 0
  syn_inst: 10
  top_area_frac: 0.222
  top_cells_by_area: "a21oi_1 22%, nand2_1 17%, nor2_1 17%"
  synth.avg_cell_area_sq_um: 4.50
  post_synth_fa_ha_maj_area_fraction: 0
  yosys.cell_types.count: 7
  ys_sh_aoi: 0.500
  yosysTopAreaCell: "a21oi_1"
  simple_gate_share: 0.333
  syn_area_sq_um: 45.0
  top_cells_by_count: "2 x a21oi_1, 2 x nand2_1, 2 x nor2_1"
  yosys_area_sq_um: 45.0
  yosysWarnings: 2
place:
  io_buffers: 10
  placedCellCount: 66
  place_ws_ns: -0.651
  place_congestion: 0.760
  place_hpwl_microns: 320
final_layout:
  drive_above_1_share: 0.682
  nFillCells: 417
  nClkBuffers: 0
  syn2layout_area_growth_pct: 331
  regArea_sq_um: 0
  nFlopsAndLatches: 0
  final_cells: 68
clock_tree:
  postCtsHoldBufs: 0
drt:
  viasPerCell: 1.79
  vias: 122
  drt_iter0_drc: 1
  drc: 0
  firstDrtPassIters: 3
  routedWlPerCell_microns: 5.76
  antenna_cells: 0
  wirelength_microns: 392
  ant_nets: 0
timing:
  relSlewSlack: 0.870
  finalCritPeriodShare: 0.921
  fmax_ghz: 1.09
  report.final.hold_viol_count: 0
  period_needed_ns: 0.921
  drv_slew: 0
  worst_slack_ns: 0.0790
  worst_pin_slew_ns: 0.194
  setup_viol: 0
outcome:
  status: "completed"
min_path:
  worstHoldPathType: "in -> out"
run:
  warning_count: 32
  max-cap-violations: 0
-- layer usage --
metal	part of all wire	vias to the layer above
met2	0.38	8
met5	0	-
met1	0.48	55
met3	0.14	0
li1	-	59
met4	0	0
-- power groups by stage --
stage	registers (mW)	clock network [mW]	logic [mW]
finish	0	0	0.0516
CTS	0	0	0.0493
global route	0	0	0.0574
-- worst paths after layout --
kind	startpoint	to	slack [ns]	cells past startpoint
min	a[4]	y[0]	0.70	3
max	a[6]	y[2]	0.08	4
-- through the flow --
step / hold WS (ns) / instance area, sq um / utilization / total power, mW / TNS [ns]
floorplan: 0.434 / 45.0 / - / 0.00897 / 0
global placement: 1.37 / 203 / 0.0593 / 0.0532 / -1.71
detailed placement: 1.38 / 203 / 0.0593 / 0.0545 / -1.75
CTS: 0.667 / 204 / 0.0597 / 0.0493 / 0
global route: 0.729 / 194 / 0.0568 / 0.0574 / -0.00170
finish: 0.695 / 194 / 0.0568 / 0.0516 / 0
-- area by class of cell --
class,count,area (sq um),share of cell area
Multi-Input combinational cell,8,60.1,0.310
Inverter,2,7.51,0.0387
Tap cell,46,57.6,0.297
Timing Repair Buffer,12,68.8,0.355
-- layout by cell type, fill, tap and decap left out, drive strengths merged --
cell type,netlist,routed
clkinv,1,1
dlygate4sd2,0,1
clkbuf,0,2
buf,0,9
o31ai,1,1
o21ai,1,1
inv,1,1
nand2,2,2
nor2,2,2
a21oi,2,2
-- worst max-delay path, delay by kind of cell --
kind                   cells  cell delay, ns
buffers and inverters      2            0.36
AND/OR/NAND/NOR            2            0.16
-- logic make-up after synthesis --
| family | count (synthesis) |
|---|---|
| buf+inv | 2 |
| simple gates | 4 |
| compound gates | 4 |
-- what timing repair did --
action	CTS	global route
pin swaps	4	2
resized	30	10
buffers inserted	3	0
endpoints found under the hold margin	0	0
endpoints found under the setup margin	3	3
No activity file was given, so power comes from the tool's default toggle rates.
